`./run.sh`:
```
#!/bin/bash
# OpenROAD 26Q1-2900-gdf79404cd8, Yosys 0.63+post, stock flow scripts
make -C /OpenROAD-flow-scripts/flow DESIGN_CONFIG=/design/flow/config.mk WORK_HOME=/design/flow/orfs finish
```
`./config.mk`:
```
export PLATFORM = sky130hd
export DESIGN_NAME = Decoder_4to16
export DESIGN_NICKNAME = Decoder_4to16
export VERILOG_FILES = /design/flow/design.v
export SDC_FILE = /design/flow/constraint.sdc
export NUM_CORES = 4
export LEC_CHECK = 1
export CORE_AREA = 10 10 70 70
export DIE_AREA = 0 0 80 80
export SYNTH_HDL_FRONTEND = slang
```
`./constraint.sdc`:
```
current_design Decoder_4to16

set clk_period 1.0
set clk_io_pct 0.2

create_clock -name clk0 -period $clk_period

set non_clock_inputs [all_inputs -no_clocks]
set_input_delay [expr $clk_period * $clk_io_pct] -clock clk0 $non_clock_inputs
set_output_delay [expr $clk_period * $clk_io_pct] -clock clk0 [all_outputs]
```
`./design.v`:
```
module Decoder_4to16
    (
	  input [3:0] IN,
      output reg [15:0] OUT
    );
always @(*) begin
	case(IN)
		4'h0:OUT=16'h0001;
		4'h1:OUT=16'h0002;
		4'h2:OUT=16'h0004;
		4'h3:OUT=16'h0008;
		4'h4:OUT=16'h0010;
		4'h5:OUT=16'h0020;
		4'h6:OUT=16'h0040;
		4'h7:OUT=16'h0080;
		4'h8:OUT=16'h0100;
		4'h9:OUT=16'h0200;
		4'ha:OUT=16'h0400;
		4'hb:OUT=16'h0800;
		4'hc:OUT=16'h1000;
		4'hd:OUT=16'h2000;
		4'he:OUT=16'h4000;
		4'hf:OUT=16'h8000;
	endcase
end
endmodule
```
==> results_slide.txt <==
Flow Results at a Glance

Run status
  – Status: finished with violations
  – Failing checks: negative setup slack

Power
  – Power Internal: 0.158 mW
  – Combinational share of power: 100.0%
  – Power share of the sequential group: 0%
  – Peak supply drop: 0.000131 V
  – Switching share of total power: 35.5%
  – Final Total Pwr: 0.245 mW
  – Clock power share: 0%
  – Leak pwr: 0.339 nW
  – Switching pwr: 0.0870 mW
  – Cell Pwr Density: 346 nW/µm²

Layout
  – Area growth from synthesis to layout: 212%
  – Clk_buf instances: 0
  – Top cell excl fill/tap: buf_2
  – Fill cell total of the finished layout: 365
  – Fraction of layout cells with a size suffix above 1: 91.1%
  – Flops: 0
  – Reg area: 0 µm²
  – Most numerous logic cells after layout: buf_2, buf_6, and4bb_2, and4b_1, nor4b_4

Synthesis
  – Unique masters post-synth: 6
  – Cell Area, Synth: 226 µm²
  – Warnings, synthesis: 0
  – Yosys synthesis chip area: 226 µm²
  – Yosys cell count: 20
  – Mapped Cells: 20
  – Avg Cell Area, Syn: 11.3 µm²
  – Seq/Total Area, Yosys: 0%

Die
  – DIE WIDTH: 80 µm
  – Ports: 20
  – Row count: 21
  – Die ar.: 6400 µm²
  – FP Util: 6.63%
  – Vert. Die Dim: 80 µm
  – Core area: 3420 µm²

STA
  – RSZ-0062 raised after global routing: true
  – Period Utilization, post-route: 115%
  – Slew margin rel.: 86.9%
  – Final setup violation count: 13
  – Slew @ Worst Pin: 0.195 ns
  – Fin. Hold Viols: 0
  – Setup tns final: -1.05 ns
  – Final worst slack: -0.149 ns
  – Fmax: 0.870 GHz
  – Max Slew Vio Count: 0
  – Tmin final: 1.15 ns

Worst hold path
  – Type of the most critical hold path: input port to output port

Detailed routing
  – Via density: 3.55
  – Initial DRT Pass Iterations: 3
  – Final WL: 1420 µm
  – DRT iter0 DRCs: 5
  – Vias post-DR: 362
  – Mean routed wirelength per cell: 13.9 µm
  – DRC: 0
  – # diodes: 0
  – DRT antenna net count: 0

Place
  – IO Port Bufs: 20
  – Post-detail-place hpwl: 659 µm
  – Setup WS pre-CTS: -0.814 ns
  – GPL Wtd Cong: 0.692

Global routing
  – GRT Total Usage: 3.99%
  – Antenna violations before repair: 0
  – GRT overflow: 0
  – Largest net degree at the start of global routing: 8
  – Vias in the first global route: 359
  – First-pass GRT wire length: 2050 µm

Setup path
  – Critical Path AT: 0.95 ns
  – Worst EP required: 0.80 ns
  – CP Launch Type: input port
  – Largest stage delay on the critical path: 0.26 ns
  – Endpoint type of the worst setup path: output port
  – WS Path Type: input port to output port
  – Critical path cell sequence: buf_12 > buf_16 > buf_6 > nor4b_4 > buf_2
  – CP max FO: 7
  – Critical path's slowest cell: nor4b_4

Clock tree
  – Hold_buf cts: 0

Run
  – Max-Cap Viols: 0
  – Tool warning count: 34
[stage by stage]
step	hold slack [ns]	instances	cell area (µm²)	utilization [%]
after global placement	1.50	86	509	14.9
after detailed placement	1.50	86	509	14.9
after global routing	0.771	102	707	20.7
after CTS	0.750	101	649	19.0
final	0.755	102	707	20.7
after floorplan	0.541	20	226	-
[worst max-delay path: cells and delay by family]
kind / cells / cell delay, ns
and+or+nand+nor: 1 / 0.26
buffers and inverters: 4 / 0.49
[Yosys cell counts]
cell type	number	area share (%)
buf_4	4	13
and4bb_2	6	33
and4b_1	4	18
nor4b_2	4	27
nor4_2	1	5.5
and4_1	1	3.9
[power groups by stage]
stage / clock network, mW / registers [mW] / logic, mW
after CTS: 0 / 0 / 0.213
after global routing: 0 / 0 / 0.260
final: 0 / 0 / 0.245
[per-layer routing]
metal / part of all wire, % / vias up / global-route usage (%)
met4: 0 / 0 / 0
met2: 34 / 20 / 4.65
met5: 0 / - / 0
met3: 8.8 / 0 / 1.14
met1: 57 / 179 / 6.92
li1: - / 163 / -
[path summary, 6_finish.rpt]
kind	slack, ns	cells past startpoint	endpoint	from
setup / recovery	-0.15	5	OUT[2]	IN[3]
hold / removal	0.75	4	OUT[1]	IN[3]
[final cells by class]
| class | count | area, µm² | share of cell area (%) |
|---|---|---|---|
| repair buffers | 40 | 409 | 57.9 |
| multi-input cells | 16 | 240 | 34.0 |
| well taps | 46 | 57.6 | 8.14 |
[logic make-up after synthesis]
kind of cell	share of synthesized area (%)
buffers and inverters	13.3
and+or+nand+nor	86.7
[timing repair]
item,in CTS,in global routing
buffers inserted,11,1
endpoints found under the setup margin,16,13
gates cloned,4,0
gates resized,88,9
pin swaps,13,8
Power is estimated from default activity; no workload was simulated.
