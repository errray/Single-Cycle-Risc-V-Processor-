[./config.mk]
export PLATFORM = sky130hd
export DESIGN_NAME = Mux_16to1
export DESIGN_NICKNAME = Mux_16to1
export VERILOG_FILES = /design/flow/design.v
export SDC_FILE = /design/flow/constraint.sdc
export NUM_CORES = 4
export LEC_CHECK = 1
export CORE_AREA = 10 10 78 78
export DIE_AREA = 0 0 88 88
export SYNTH_HDL_FRONTEND = slang
[./constraint.sdc]
current_design Mux_16to1

set clk_period 2.3
set clk_io_pct 0.2

create_clock -name clk0 -period $clk_period

set non_clock_inputs [all_inputs -no_clocks]
set_input_delay [expr $clk_period * $clk_io_pct] -clock clk0 $non_clock_inputs
set_output_delay [expr $clk_period * $clk_io_pct] -clock clk0 [all_outputs]
[./design.v]
module Mux_16to1 #(parameter WIDTH=4)
    (
	  input [3:0] select,
	  input [WIDTH-1:0] input_0, input_1, input_2, input_3, input_4, input_5, input_6, input_7, input_8, input_9, input_10, input_11, input_12, input_13, input_14, input_15,
      output reg [WIDTH-1:0] output_value
    );
always@(*) begin
	case(select)
		4'b0000:output_value = input_0;
		4'b0001:output_value = input_1;
		4'b0010:output_value = input_2;
		4'b0011:output_value = input_3;
		4'b0100:output_value = input_4;
		4'b0101:output_value = input_5;
		4'b0110:output_value = input_6;
		4'b0111:output_value = input_7;
		4'b1000:output_value = input_8;
		4'b1001:output_value = input_9;
		4'b1010:output_value = input_10;
		4'b1011:output_value = input_11;
		4'b1100:output_value = input_12;
		4'b1101:output_value = input_13;
		4'b1110:output_value = input_14;
		4'b1111:output_value = input_15;
		default: output_value = {WIDTH{1'b0}};
	endcase
end
endmodule
[./run.sh]
#!/bin/bash
# OpenROAD 26Q1-2900-gdf79404cd8, Yosys 0.63+post, stock flow scripts
make -C /OpenROAD-flow-scripts/flow DESIGN_CONFIG=/design/flow/config.mk WORK_HOME=/design/flow/orfs finish
==> changes_impl.md <==
### Changed

* Worst Tran Pin Value at 0.289 ns
* Logic area at 651 um2
* Starting DRT DRC Count at 83
* Synthesized cell area at 672 um2
* Number of global-route vias before repair at 1208
* HPWL Detailed at 3250 um
* FP Util at 15.2%
* Filler Cell Count at 434
* Cell count in the Yosys report at 104
* Die width at 88 um
* RSZ-0062 raised after global routing: true
* Crit path kind: input pin to output pin
* Vias per inst at 4.53
* Arr. time, crit path at 1.77 ns
* Net Sw Power at 97.0 uW
* Cells after Synth at 104
* Worst Setup SP: input_2[0]
* Power Density at 171 mW/mm2
* # rows at 24
* Tool warnings at 33
* Worst-path cell with the longest stage delay: clkdlybuf4s50_1
* CP startpoint kind: input pin
* Final Cycle Share at 97.1%
* Critical Path RT at 1.84 ns
* Warnings from Yosys at 0
* Layout area overhead at 151%
* Syn_area_per_cell at 6.46 um2
* IO Pins at 72
* Post-synth top cells: a21oi_1, a22oi_1, nand2_1
* Worst vdd ir at 61.0 uV
* CP Capture Type: output pin
* Hold buffers post-CTS at 0
* Avg WL per Cell at 15.3 um
* Final Setup Violations at 0
* Combinational power share at 100.0%
* First-pass GRT wire length at 5970 um
* Hold Path Depth at 6
* Final min period at 2.23 ns
* Final hold vios at 0
* Post-Route WL at 3850 um
* Final Max Slew Viols at 0
* Largest net degree at the start of global routing at 17
* Initial antenna violation count at 0
* Overall routing resource usage at 9.41%
* Total power at 289 uW
* Worst path buffer plus inverter count at 2
* Worst path top cell family by delay: buffers and inverters
* # DRC at 0
* Yosys Chip Area at 672 um2
* Sequential share of power at 0%
* Distinct lib cells used at 34
* Status: finished, final reports clean
* Setup TNS at 0 ns
* ANT nets after route at 0
* Net Sw Frac at 33.6%
* CP cell instances: clkdlybuf4s50_1, mux2_2, nand3_1, o2111ai_1, o32a_1, buf_2
* WP depth at 6
* RePlAce Congestion at 0.829
* LEAKAGE at 0.722 nW
* # clk buffers at 0
* Clock Power Share at 0%
* Die y size at 88 um
* Register Area at 0 um2
* Fmax at 0.448 GHz
* First-pass detailed-route iteration total at 6
* Grt total ovfl at 0
* Area leader, netlist: a22oi_1
* Largest cells by area: a22oi_1, a21oi_1, nor2b_1
* CP max stage delay at 0.40 ns
* Die footprint at 0.00774 mm2
* Core area at 0.00441 mm2
* Diode count at 0
* Min-Delay Path Class: input pin to output pin
* Relative slew slack at 80.7%
* FF+latch count at 0
* Total number of vias at 1138
* Internal Power at 192 uW
* Area leader share at 11.2%
* Synth Seq Share at 0%
* Worst setup path endpoint: output_value[0]
* # port buffers at 72
* Max-capacitance violation count at 0
* CP Max Fanout at 1
* Layout cells sized above 1 at 28.6%
-- tightest hold or removal path: cells and delay by family --
family | cells | cell delay, ns
compound gates | 3 | 0.29
buf+inv | 2 | 0.18
mux | 1 | 0.14
-- power groups by stage --
stage / combinational, mW / sequential [mW] / clock (mW)
5_1_grt: 0.315 / 0 / 0
6_report: 0.289 / 0 / 0
4_1_cts: 0.281 / 0 / 0
-- stage by stage --
stage | std cells | hold WS (ns) | utilization, % | cell area [um2] | setup slack, ns
2_1_floorplan | 104 | 0.990 | - | 672 | 0.367
6_report | 251 | 1.53 | 38.2 | 1690 | 0.0669
5_1_grt | 251 | 1.59 | 38.2 | 1690 | -0.0372
4_1_cts | 246 | 1.55 | 36.9 | 1630 | 0.00205
3_3_place_gp | 245 | 1.89 | 36.2 | 1600 | -0.736
3_5_place_dp | 245 | 1.89 | 36.2 | 1600 | -0.745
-- per-layer routing --
layer  share of wire, %  vias up  global-route usage (%)  wire length [um]
li1                   -      596                       -                 -
met1                 48      495                    13.4              1830
met2                 44       47                    14.4              1680
met3                8.6        0                    2.90               332
met4                  0        0                       0                 0
met5                  0        -                       0                 0
-- placed cells by master, fill, tap and decap left out, types with 2 or more instances in the layout --
cell type,count
buf_4,25
nand2_1,8
clkdlybuf4s50_1,56
dlygate4sd2_1,4
nand3_1,6
nand4_1,2
nor2b_1,6
a21oi_1,10
a22oi_1,10
o22ai_1,3
buf_6,6
a31oi_1,3
mux2_2,3
dlymetal6s2s_1,4
buf_2,8
mux2i_1,4
nor2_1,7
o32ai_1,3
nor3_1,3
o21ai_0,2
mux2_4,3
inv_1,3
-- cell type report --
class,count,share of cell area [%]
inverters,4,0.890
multi-input cells,91,38.6
well taps,52,3.86
repair buffers,104,56.7
-- logic make-up (layout without fill, tap and decap cells) --
family / count (synthesis) / count (layout) / share of synthesized area [%]
simple gates: 41 / 41 / 30.4
compound gates: 40 / 40 / 42.8
mux: 10 / 10 / 16.6
buf+inv: 13 / 108 / 10.2
-- repair_timing --
action	4_1_cts	5_1_grt
buffers inserted	2	4
gates cloned	0	1
pin swaps	15	10
endpoints found under the setup margin	4	4
gates resized	46	12
-- worst min-delay path by stage --
stage	slack [ns]	to	from
after CTS	1.55	output_value[1]	select[1]
after global routing	1.59	output_value[0]	input_5[0]
final	1.53	output_value[0]	input_5[0]
Power and IR drop assume default switching activity.
